File: ./run.sh
#!/bin/bash
# OpenROAD 26Q1-2900-gdf79404cd8, Yosys 0.63+post, stock flow scripts
make -C /OpenROAD-flow-scripts/flow DESIGN_CONFIG=/design/flow/config.mk WORK_HOME=/design/flow/orfs finish
File: ./config.mk
export PLATFORM = sky130hd
export DESIGN_NAME = AddUnit
export DESIGN_NICKNAME = AddUnit
export VERILOG_FILES = /design/flow/design.v
export SDC_FILE = /design/flow/constraint.sdc
export NUM_CORES = 4
export LEC_CHECK = 1
export CORE_AREA = 10 10 239 239
export DIE_AREA = 0 0 249 249
File: ./constraint.sdc
current_design AddUnit

set clk_period 9.0
set clk_io_pct 0.2

create_clock -name clk0 -period $clk_period

set non_clock_inputs [all_inputs -no_clocks]
set_input_delay [expr $clk_period * $clk_io_pct] -clock clk0 $non_clock_inputs
set_output_delay [expr $clk_period * $clk_io_pct] -clock clk0 [all_outputs]
File: ./design.v
`timescale 1ns / 1ps
module AddUnit (
    input             clk,
    input             reset,
    input      [2:0]  m,
    input      [2:0]  n,
    input      [199:0] matrixA_in,
    input      [199:0] matrixB_in,
    output reg [199:0] matrix_out,
    output reg         valid
);
    localparam MAX_DIM     = 5;
    localparam MAX_ELEM    = 25;
    localparam ELEM_WIDTH  = 8;
    integer i, j;
    integer idx;
    always @* begin
        matrix_out = {MAX_ELEM*ELEM_WIDTH{1'b0}};
        valid      = 1'b0;
        if (m == 0 || n == 0 || m > MAX_DIM || n > MAX_DIM) begin
            valid = 1'b0;
        end else begin
            for (i = 0; i < MAX_DIM; i = i + 1) begin
                for (j = 0; j < MAX_DIM; j = j + 1) begin
                    idx = (i*MAX_DIM + j)*ELEM_WIDTH;
                    if (i < m && j < n) begin
                        matrix_out[idx +: ELEM_WIDTH] = matrixA_in[idx +: ELEM_WIDTH] + matrixB_in[idx +: ELEM_WIDTH];
                    end else begin
                        matrix_out[idx +: ELEM_WIDTH] = {ELEM_WIDTH{1'b0}};
                    end
                end
            end
            valid = 1'b1;
        end
    end
endmodule
==> ci_impl_report.md <==
## PnR job results

| Metric | Value |
|---|---|
| Distinct lib cells | `50` |
| Type of the tightest min-delay check | `input port to output pin` |
| Die height | `249 µm` |
| Fin area | `15,600 µm²` |
| Port-buffer cells | `607` |
| Xor+xnor area frac | `3.92%` |
| Final Cycle Share | `75.7%` |
| Required time worst endpoint | `7.20 ns` |
| CP startpoint | `n[0]` |
| Drt total wl | `50.3 mm` |
| Core box area | `51,600 µm²` |
| Wire length of the first global-routing pass | `73.2 mm` |
| Top cells by area, synth | `ha_1, a211oi_1, nor2_1` |
| Chip area | `62,000 µm²` |
| Tot GR Track Use | `15.5%` |
| Setup TNS | `0 ns` |
| Post-CTS Setup Inserts | `0` |
| Tool warnings | `34` |
| Pin count of the biggest net entering global routing | `22` |
| Hold buffers post-CTS | `0` |
| Final GP Congestion | `0.959` |
| Top logic family | `adder cells` |
| Post-route ant nets | `0` |
| Syn. warnings | `1` |
| Design Power | `792 µW` |
| Mapped cell area | `8700 µm²` |
| Final core occ | `30.2%` |
| Top cell area share | `25.2%` |
| Fraction of layout cells with a size suffix above 1 | `2.74%` |
| Post-synth seq share | `0%` |
| Initial antenna violation count | `9` |
| Syn_area_per_cell | `7.28 µm²` |
| Hold Fails Final Rpt | `0` |
| DP HPWL | `46.0 mm` |
| Crit end category | `output pin` |
| Die X | `249 µm` |
| Vias in the first global route | `11,400` |
| WP data arrival | `5.02 ns` |
| Chip Area, Yosys | `8700 µm²` |
| Synth mux share | `4.53%` |
| VDD IR max | `0.0221 mV` |
| And+or+nand+nor area frac | `27.9%` |
| Post_cts resized | `0` |
| Vias | `11,500` |
| Critical Path Source Type | `input port` |
| CP max FO | `10` |
| Post-DP Area | `15,600 µm²` |
| CP endpoint | `matrix_out[22]` |
| Min Tclk post-route | `6.82 ns` |
| # DRC | `0` |
| DRT iter0 DRCs | `519` |
| Relative slew slack | `47.0%` |
| Effective utilization at floorplan | `16.9%` |
| Routed len/inst | `20.3 µm` |
| Yosys cell count | `1,195` |
| Setup CP Type | `input port to output pin` |
| Area leader, netlist | `ha_1` |
| Achievable frequency | `147 MHz` |
| Final setup viols | `0` |
| Leakage | `6.27 nW` |
| AND-OR/OR-AND Cells, Area Fraction | `29.7%` |
| Min Hold Slack | `4.68 ns` |
| Adders+Majority by Area | `30.9%` |
| Pins Over Slew Limit | `0` |
| Worst Tran Pin Value | `0.788 ns` |
| Detailed-route vias per instance | `4.65` |
| Flip-flops | `0` |
| Site row count | `83` |
| Dominant logic cell types in the final layout | `clkdlybuf4s50_1, ha_1, nor2_1` |
| I/O Pins | `609` |
| Register area | `0 µm²` |
| Max_cap viols | `0` |
| Number of clock buffers in the layout | `0` |
| RSZ-0062 raised after global routing | `false` |
| Grt ovf | `0` |
| Pwr dens | `50.8 nW/µm²` |
| Cells after synthesis | `1,195` |
| Outcome | `finished, final reports clean` |
| Layout area overhead | `79.2%` |
| Dominant logic cell type in the layout | `clkdlybuf4s50_1` |
| First-pass iteration count of the detailed router | `5` |
## cells in the mapped netlist, types with 17 or more instances
cell,n
a211oi_1,79
ha_1,175
nand2_1,67
o21a_1,45
or2_2,25
and2_1,45
or3_1,33
o31ai_1,17
a211o_1,19
mux2i_1,27
xnor2_1,24
inv_1,43
a21oi_1,45
nor2_1,147
o21ai_0,65
fa_1,25
a21o_1,42
nor2b_1,28
nor3_1,52
## worst min-delay path by stage
| stage | from | endpoint | slack, ns | depth (start not counted) |
|---|---|---|---|---|
| after CTS | matrixA_in[111] | matrix_out[111] | 4.68 | 5 |
| after global routing | matrixB_in[183] | matrix_out[183] | 4.74 | 5 |
| final | matrixA_in[111] | matrix_out[111] | 4.68 | 5 |
## power breakdown
group	internal (mW)	total [mW]	switching [mW]	leakage (nW)
clock network	0.0000000596	0.0000000597	0	0.0000254
logic	0.447	0.792	0.345	6.27
registers	0	0	0	0
## cell type report
class / count / area (µm²)
Inverter: 44 / 165
Antenna cell: 4 / 10.0
Timing Repair Buffer: 613 / 6120
Multi-Input combinational cell: 1130 / 8450
Tap cell: 680 / 851
Fill cell: 5425 / 36000
## metrics by stage
stage	instances	setup WS (ns)
2_1_floorplan	1195	4.03
3_3_place_gp	2467	2.25
3_5_place_dp	2467	2.20
4_1_cts	2467	2.19
5_1_grt	2469	2.12
6_report	2471	2.18
## per-layer routing
| layer | global-route usage (%) | part of all wire [%] | routed length (µm) | vias to the layer above |
|---|---|---|---|---|
| met4 | 1.56 | 1.1 | 537 | 6 |
| met2 | 27.3 | 49 | 24600 | 462 |
| met1 | 18.6 | 42 | 21000 | 5281 |
| met5 | 0 | 0.082 | 41 | - |
| li1 | - | - | - | 5698 |
| met3 | 4.86 | 8.2 | 4100 | 32 |
## cells by family after synthesis
| logic type | Yosys count |
|---|---|
| and+or+nand+nor | 477 |
| AOI/OAI and AO/OA | 376 |
| adders and majority gates | 200 |
| buffers and inverters | 65 |
| xor gates and xnor gates | 39 |
| muxes | 38 |
## critical path: stages
cell and delay [ns]:
clkdlybuf4s50_1 0.81, nand3b_1 0.66, a211o_1 0.63, or4_1 0.54, nand2_1 0.07, clkdlybuf4s50_1 0.49
Power is estimated from default activity; no workload was simulated.
