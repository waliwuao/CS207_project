## design/flow/config.mk

```make
export PLATFORM = sky130hd
export DESIGN_NAME = ConvolutionUnit
export DESIGN_NICKNAME = ConvolutionUnit
export VERILOG_FILES = /design/flow/design.v
export SDC_FILE = /design/flow/constraint.sdc
export NUM_CORES = 4
export LEC_CHECK = 1
export CORE_UTILIZATION = 40
export SYNTH_HDL_FRONTEND = slang
```

## design/flow/constraint.sdc

```tcl
current_design ConvolutionUnit

set clk_period 58.2
set clk_io_pct 0.2

create_clock -name clk0 -period $clk_period

set non_clock_inputs [all_inputs -no_clocks]
set_input_delay [expr $clk_period * $clk_io_pct] -clock clk0 $non_clock_inputs
set_output_delay [expr $clk_period * $clk_io_pct] -clock clk0 [all_outputs]
```

## design/flow/design.v

```verilog
`timescale 1ns / 1ps
module ConvolutionUnit (
    input             clk,
    input             reset,
    input      [2:0]  in_m,
    input      [2:0]  in_n,
    input      [1:0]  k_m,
    input      [1:0]  k_n,
    input      [199:0] matrix_in,
    input      [71:0]  kernelMatrix,
    output reg [2:0]  out_m,
    output reg [2:0]  out_n,
    output reg [199:0] matrix_out,
    output reg         valid,
    output reg [9:0]   cycleCount
);
    localparam MAX_DIM     = 5;
    localparam MAX_ELEM    = 25;
    localparam ELEM_WIDTH  = 8;
    integer i, j, ki, kj;
    integer idx_in;
    integer idx_k;
    integer idx_out;
    reg [15:0] acc;
    always @* begin
        matrix_out = {MAX_ELEM*ELEM_WIDTH{1'b0}};
        out_m      = 3'd0;
        out_n      = 3'd0;
        valid      = 1'b0;
        cycleCount = 10'd0;
        if (in_m == 0 || in_n == 0 || k_m == 0 || k_n == 0 ||
            in_m > MAX_DIM || in_n > MAX_DIM || k_m > 3 || k_n > 3 ||
            in_m < k_m || in_n < k_n) begin
            valid = 1'b0;
        end else begin
            out_m = in_m - k_m + 1;
            out_n = in_n - k_n + 1;
            for (i = 0; i < MAX_DIM; i = i + 1) begin
                for (j = 0; j < MAX_DIM; j = j + 1) begin
                    if (i < out_m && j < out_n) begin
                        acc = 16'd0;
                        for (ki = 0; ki < 3; ki = ki + 1) begin
                            for (kj = 0; kj < 3; kj = kj + 1) begin
                                if (ki < k_m && kj < k_n) begin
                                    idx_in = ((i + ki)*MAX_DIM + (j + kj))*ELEM_WIDTH;
                                    idx_k  = (ki*3 + kj)*ELEM_WIDTH;
                                    acc = acc + matrix_in[idx_in +: ELEM_WIDTH] * kernelMatrix[idx_k +: ELEM_WIDTH];
                                end
                            end
                        end
                        idx_out = (i*MAX_DIM + j)*ELEM_WIDTH;
                        matrix_out[idx_out +: ELEM_WIDTH] = acc[ELEM_WIDTH-1:0];
                    end
                end
            end
            valid = 1'b1;
        end
    end
endmodule
```

## design/flow/run.sh

```bash
#!/bin/bash
# OpenROAD 26Q1-2900-gdf79404cd8, Yosys 0.63+post, stock flow scripts
make -C /OpenROAD-flow-scripts/flow DESIGN_CONFIG=/design/flow/config.mk WORK_HOME=/design/flow/orfs finish
```

==> results.yml <==
# yosys + openroad results
synthesis:
  ys_cells: 24700
  ys_warn_count: 0
  syn_inst: 24700
  syn-cell-area_mm2: 0.196
  ys_types: 71
  yosys_area_mm2: 0.196
  syn_area_per_cell_um2: 7.92
  synth_seq_share: 0
routing:
  vias_per_cell: 5.06
  drt_iter0_drc: 7764
  first_pass_iters: 5
  route.detailed.drc: 0
  ant_nets: 0
  wire_per_inst_um: 22.1
  via_count: 155000
  wirelength_mm: 675
worst_hold_path:
  min_to: "matrix_out[138]"
  hold_path.startpoint: "kernelMatrix[42]"
  hold_path_depth: 7
  hp-class: "in2out"
floorplan:
  rows: 256
  fp_util: 0.402
  core_area_mm2: 0.487
  die_width_um: 701
  ios: 501
  die_y_um: 701
  die_area_mm2: 0.492
global_route:
  grtUsageTotal: 0.292
  grt_pass1_vias: 159000
  grt_busiest_layer: "met2"
  grt_max_degree: 91
  grtUsageMet3: 0.117
  overflow: 0
  gr-usage-met2: 0.448
  grt_antenna_before_repair: 60
  use_met1: 0.373
  grt_first_pass_wirelength_mm: 1030
placement:
  port_buffers: 489
  post-dp-hpwl_mm: 524
  routabilityCongestion: 0.970
timing:
  slew_violations: 0
  setup_viol: 0
  slew-limit-headroom: 0.101
  hold_viol: 0
  final.period_utilization: 0.930
  fmaxAchievable_ghz: 0.0185
  fin_setup_tns_ns: 0
  rsz0062_at_grt: "no"
  tightest_slew_ns: 1.34
  fin_crit_ns: 54.13
critical_path:
  critPathMaxStageDelay_ns: 0.63
  crit_fanout: 45
  cp.arrival_ns: 42.49
  crit_path_end_kind: "output port"
  path_class: "in2out"
  crit_required_ns: 46.56
  start_kind: "primary input"
  crit_top_cell: "fa_1"
  critPathSlowestCell: "nor2_1"
outcome:
  status: "finished, final reports clean"
clock_tree:
  post_cts_buffers: 0
  ctsHoldBuffers: 0
  cts_resized: 0
job:
  cap_violations: 0
  tool_warnings: 38
power_and_ir_drop:
  switching_power_w: 0.00895
  irDropWorstVdd_uv: 75.2
  p_int_w: 0.00661
  leakagePower_nw: 105
  power_w: 0.0156
  power_density_mw_per_mm2: 75.6
  switching_share: 0.575
cells_and_area:
  fillers: 48100
  seq_area_um2: 0
  drive_above_1_share: 0.0384
  syn2layout_area_growth_pct: 5.20
  comb_area_mm2: 0.172
  nClkBuffers: 0
  flop-count: 0
[worst max path at each step]
| stage | start | to | slack, ns |
|---|---|---|---|
| finish | kernelMatrix[3] | matrix_out[79] | 4.07 |
| global route | kernelMatrix[0] | matrix_out[79] | 2.87 |
| CTS | kernelMatrix[3] | matrix_out[79] | 4.27 |
[kinds of logic after synthesis]
| family | Yosys count | synth area share |
|---|---|---|
| other | 1 | 0.0000192 |
| xor gates and xnor gates | 3016 | 0.135 |
| AOI/OAI and AO/OA | 1414 | 0.0457 |
| adders and majority gates | 5820 | 0.485 |
| and+or+nand+nor | 7901 | 0.196 |
| muxes | 274 | 0.0152 |
| buffers and inverters | 6259 | 0.123 |
[per-layer routing]
layer | part of all wire | wire [um] | vias up
li1 | - | - | 71900
met5 | 0.00034 | 231 | -
met1 | 0.39 | 263000 | 76500
met3 | 0.11 | 74900 | 1065
met4 | 0.055 | 37400 | 36
met2 | 0.44 | 299000 | 5199
[power by group through the flow]
stage	Sequential (W)	Combinational (W)	Clock (W)
after CTS	0	0.0156	0
after global routing	0	0.0176	0.0000000000116
[worst max-delay path: cells and delay by family]
family | cells | cell delay, ns
adders and majority gates | 45 | 20.48
and+or+nand+nor | 10 | 1.81
xor gates and xnor gates | 14 | 3.30
AOI/OAI and AO/OA | 7 | 1.75
muxes | 1 | 0.08
buffers and inverters | 31 | 3.21
[cells in the mapped netlist (103+ instances only)]
cell,instances,share of area
nand2_1,3905,0.075
and2_1,3338,0.11
xnor2_1,2431,0.11
ha_1,2892,0.19
o21ai_0,176,0.0045
mux2i_1,103,0.0053
nor2_1,501,0.0096
mux2_2,165,0.0095
fa_1,2928,0.30
xor2_1,583,0.026
buf_2,284,0.0073
inv_1,4658,0.089
a21o_1,358,0.014
clkbuf_1,1199,0.023
a21oi_1,513,0.013
[cell usage in the layout, fill, tap and decap left out, types with 71 or more instances in the layout]
cell type and n:
buf_2 102, buf_4 552, ha_1 2892, o21ai_0 176
clkdlybuf4s50_1 344, nor2_1 493, a22oi_1 71, mux2i_1 103
xor2_1 583, a21o_1 358, nand2_1 3900, a21oi_1 513
mux2_2 165, inv_1 4658, and2_1 3338, fa_1 2928
xnor2_1 2430
[stage by stage]
step	setup WS (ns)	hold WS [ns]	std cells	cell area, um^2	utilization
6_report	4.07	24.44	30600	206000	0.423
5_1_grt	2.87	24.52	30600	206000	0.423
4_1_cts	4.27	24.43	30600	206000	0.423
3_5_place_dp	4.32	24.42	30600	206000	0.423
3_3_place_gp	4.34	24.44	30600	206000	0.423
2_1_floorplan	8.22	23.49	24700	196000	-
[cell type report]
cell class         instances  area share
inverters               4661      0.0851
diodes                    31    0.000377
well taps               6450      0.0392
multi-input cells      18400       0.835
repair buffers          1015      0.0406
